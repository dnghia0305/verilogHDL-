==> flow/design.v <==
module Lab2_part3(SW, LEDR, LEDG, HEX0, HEX1);
input[9:0]SW;
wire w1,w2,w3;
wire [3:0] s;
output[9:0]LEDR;
output[7:0]LEDG;
output[3:0]HEX0, HEX1;
assign LEDR=SW;
FA fa1(SW[0], SW[4], SW[8], w1, s[0]);
FA fa2(SW[1], SW[5], w1, w2, s[1]);
FA fa3(SW[2], SW[6], w2, w3, s[2]);
FA fa4(SW[3], SW[7], w3, C0, s[3]);
assign LEDG[0]=s[0];
assign LEDG[1]=s[1];
assign LEDG[2]=s[2];
assign LEDG[3]=s[3];
assign LEDG[4]=C0;
endmodule   
module FA(A, B, C, C2, S);
input A, B, C;
output C2, S;
assign C2 = (B & C) | (A & C) | (A & B);
assign S = (~A & ~B & C) | (~A & B & ~C) | (A & ~B & ~C) | (A & B & C);
endmodule   
==> flow/run.sh <==
#!/bin/bash
# OpenROAD 26Q1-2900-gdf79404cd8, Yosys 0.63+post, stock flow scripts
make -C /OpenROAD-flow-scripts/flow DESIGN_CONFIG=/design/flow/config.mk WORK_HOME=/design/flow/orfs finish
==> flow/config.mk <==
export PLATFORM = sky130hd
export DESIGN_NAME = Lab2_part3
export DESIGN_NICKNAME = Lab2_part3
export VERILOG_FILES = /design/flow/design.v
export SDC_FILE = /design/flow/constraint.sdc
export NUM_CORES = 4
export LEC_CHECK = 1
export CORE_AREA = 10 10 70 70
export DIE_AREA = 0 0 80 80
==> flow/constraint.sdc <==
current_design Lab2_part3

set clk_period 3.7
set clk_io_pct 0.2

create_clock -name clk0 -period $clk_period

set non_clock_inputs [all_inputs -no_clocks]
set_input_delay [expr $clk_period * $clk_io_pct] -clock clk0 $non_clock_inputs
set_output_delay [expr $clk_period * $clk_io_pct] -clock clk0 [all_outputs]
==> Slide: Implementation Results <==
Run Summary

Placed design
  • Cells after DPL: between 90 and 100
  • Port Buffers: 23
  • Post-Place Setup Slack: -0.273 ns
  • Gp weighted congestion: between 0.7 and 0.8

Final layout
  • Flop area: 0 um^2
  • Clock buf count: 0
  • Seq_cells: 0
  • Area grow syn2layout: 43.1%
  • Share of layout cells above drive strength 1: 16.7%
  • Post-Layout Cell Count: between 90 and 100

Setup path
  • Worst Path Arrival: approximately 2.8 ns
  • Critical path type: in2out
  • CP startpoint: SW[8]
  • Critical Path Fanout Max: 2
  • Critical Path RT: between 2 and 3 ns
  • CP startpoint kind: input port
  • Crit end category: primary output

Yosys
  • Count of different cell masters after synthesis: 4
  • Synth Seq Share: 0%
  • Synthesized area: between 300 and 400 um^2
  • Synth top cell by count: buf_4
  • Max-area cell share: 61.7%
  • Post-Syn Instances: ~41
  • Area leader, netlist: buf_4
  • Top post-synthesis cells by count: buf_4 (26), inv_1 (10), fa_1 (4)
  • Syn avg cell area: 7.72 um^2
  • Top cells, area: buf_4 (62%), fa_1 (25%), inv_1 (12%)
  • Number of cells in Yosys stat: 41
  • Yosys chip area: between 300 and 400 um^2
  • Yosys warns: 12

Flow run
  • Max Cap Viol: 0
  • Tally of OpenROAD warnings: 32

Global routing
  • Initial antenna violation count: 0
  • Tot GR Track Use: approximately 1.8%
  • GR Overflow Total: 0
  • First-pass GRT wire length: around 920 um
  • Number of global-route vias before repair: approximately 210
  • Largest net degree at the start of global routing: 3

Final timing
  • Fin. max-slew vios: 0
  • FMAX: between 200 and 300 MHz
  • Final Hold Violation Tally: 0
  • Min Tclk post-route: 3.51 ns
  • Final setup margin: between 0.15 and 0.2 ns
  • Final setup viols: 0
  • RSZ-0062 raised after global routing: no
  • Period Utilization, post-route: between 90% and 100%

Floorplan
  • Num rows: 21
  • Total core area: roughly 3400 um^2
  • FP Core Util: a little under a tenth
  • Top-Level Pins: 36
  • Die width: approximately 80 um
  • Chip height: about 80 um
  • Die area: between 6000 and 7000 um^2

Detailed routing
  • Post-Route WL: 724 um
  • Vias per Instance: 2.02
  • Via count: about 190
  • Residual DRC: 0
  • Post-route antenna net violation count: 0
  • Detailed Route Iter0 Violations: 1
  • Antenna cell count: 0
  • Pre-Repair DR Iteration Count: 4
  • Routed WL per cell: ~7.7 um

CTS
  • Hold_buf cts: 0
  • Post-CTS Setup Bufs: 0

Worst hold path
  • Hold Crit Start: SW[9]
  • Hold crit path type: in2out

Power
  • Power per cell area: 108 nW/um^2
  • Cell leakage power: around 0.00021 uW
  • Peak VDD IR: about 0.037 mV

Status
  • Outcome: finished, final reports clean
-- report_power, final --
part	total [uW]	internal, uW	switching (uW)	leakage [uW]
sequential	0	0	0	0
combinational	48.7	34.2	14.5	0.000213
clock	0	0	0	0
total	48.7	34.2	14.5	0.000213
-- worst max-delay path, stage by stage --
cell             delay, ns
dlygate4sd2_1         0.23
inv_2                 0.05
fa_2                  0.37
inv_2                 0.06
fa_2                  0.20
fa_2                  0.19
inv_2                 0.04
fa_1                  0.37
inv_1                 0.06
clkdlybuf4s50_1       0.46
-- timing repair --
item,CTS,global route
setup endpoints to repair,2,2
cloned,0,0
resized,8,4
pin swaps,2,4
-- path summary, 6_finish.rpt --
path                  cells past startpoint  slack, ns  endpoint
worst max-delay path                     10       0.19   LEDG[4]
worst min-delay path                      0       1.48   LEDR[9]
-- area by class of cell --
| type | count | area [um^2] |
|---|---|---|
| fillers | 398 | 2960 |
| inverters | 10 | 37.5 |
| multi-input cells | 15 | 129 |
| well taps | 46 | 57.6 |
| repair buffers | 23 | 229 |
-- through the flow --
| stage | power, uW | setup TNS (ns) | instance area, um^2 | utilization (%) | hold slack [ns] |
|---|---|---|---|---|---|
| final | 48.7 | 0 | 453 | 13.3 | 1.48 |
| after global routing | 56.2 | 0 | 453 | 13.3 | 1.48 |
| after CTS | 50.1 | 0 | 448 | 13.1 | 1.48 |
| after detailed placement | 51.1 | -0.337 | 447 | 13.1 | 1.48 |
| after global placement | 51.5 | -0.363 | 447 | 13.1 | 1.48 |
| after floorplan | 34.6 | 0 | 354 | - | 1.55 |
-- placed cells by master (no fill, tap or decap) --
cell / netlist / layout
conb_1: 1 / 11
dlygate4sd2_1: 0 / 3
clkdlybuf4s50_1: 0 / 19
fa_2: 0 / 3
fa_1: 4 / 1
inv_2: 0 / 5
inv_1: 10 / 5
dlymetal6s2s_1: 0 / 1
-- routing by layer --
layer	global-route usage, %	share of wire [%]	up-vias
met3	2.39	33	0
li1	-	-	90
met5	0	0	-
met4	0	0	0
met2	1.77	26	26
met1	2.27	40	74
-- kinds of logic (layout without fill, tap and decap cells) --
logic type,Yosys count,in the layout,synth area share [%]
adders and majority gates,4,4,25.3
other,1,11,1.18
buffers and inverters,36,33,73.5
Power and IR drop assume default switching activity.
