**flow/run.sh**
```bash
#!/bin/bash
# OpenROAD 26Q1-2900-gdf79404cd8, Yosys 0.63+post, stock flow scripts
make -C /OpenROAD-flow-scripts/flow DESIGN_CONFIG=/design/flow/config.mk WORK_HOME=/design/flow/orfs finish
```
**flow/config.mk**
```make
export PLATFORM = sky130hd
export DESIGN_NAME = Lab2_part1
export DESIGN_NICKNAME = Lab2_part1
export VERILOG_FILES = /design/flow/design.v
export SDC_FILE = /design/flow/constraint.sdc
export NUM_CORES = 4
export LEC_CHECK = 1
export CORE_AREA = 10 10 70 70
export DIE_AREA = 0 0 80 80
```
**flow/constraint.sdc**
```tcl
current_design Lab2_part1

set clk_period 1.0
set clk_io_pct 0.2

create_clock -name clk0 -period $clk_period

set non_clock_inputs [all_inputs -no_clocks]
set_input_delay [expr $clk_period * $clk_io_pct] -clock clk0 $non_clock_inputs
set_output_delay [expr $clk_period * $clk_io_pct] -clock clk0 [all_outputs]
```
**flow/design.v**
```verilog
module Lab2_part1(SW,HEX3,HEX2,HEX1,HEX0,LEDR);
input [9:0]SW;
output [9:0]LEDR;
output [6:0]HEX3,HEX2,HEX1,HEX0;
assign LEDR = SW;
bcd_7seg sw74tohex3(SW[7:4],HEX3);
bcd_7seg sw30tohex2(SW[3:0],HEX2);
bcd_7seg sw74tohex1(SW[7:4],HEX1);
bcd_7seg sw30tohex0(.C(SW[3:0]),.Display(HEX0));
endmodule
module bcd_7seg(C,Display);
input [3:0]C;
output [6:0]Display;
assign LEDR = C;
assign Display[0] = (~C[3])&(~C[1])&(C[2]^C[0]);
assign Display[1] = (~C[3])&C[2]&(C[1]^C[0]);
assign Display[2] = (~C[3])&(~C[2])&C[1]&(~C[0]);
assign Display[3] = (~C[3])&((~C[1])&(C[2]^C[0])|(C[2]&C[1]&C[0]));
assign Display[4] = ((~C[3])&C[0])|((~C[3])&C[2]&(~C[1]))|((~C[2])&(~C[1])&C[0]);  
assign Display[5] = ((~C[3])&C[1]&C[0])|((~C[3])&(~C[2])&(C[0]|C[1]));
assign Display[6] = ((~C[3])&(~C[2])&(~C[1]))|(C[2]&C[1]&C[0])|(C[3]&C[2])|(C[3]&(~C[2])&C[1]);  
endmodule
```
==> impl_metrics.sql <==
-- metrics for the results database
INSERT INTO impl_metrics (metric_group, metric, value, unit) VALUES
('status', 'status', 'finished, violations left', ''),
('status', 'failed_checks', 'negative setup slack', ''),
('sta', 'rsz0062_at_grt', 'true', ''),
('worst_setup_path', 'required_time_of_the_worst_setup_path', '800', 'ps'),
('pwr', 'leakage', '0.5349', 'nW'),
('die', 'boundaryPins', '48', ''),
('cells_and_area', 'layout-drive-gt1-share', '82.57', '%'),
('routing', 'ant_nets', '0', ''),
('placement', 'place.gp.congestion', '0.7453', ''),
('yosys', 'yosysChipArea', '450.4', 'sq um'),
('sta', 'tns', '-1540', 'ps'),
('cells_and_area', 'layout_cells_excl_fill', '155', ''),
('routing', 'detailedRoute.firstIterationViolations', '18', ''),
('sta', 'fmaxAchievable', '865.5', 'MHz'),
('routing', 'drcViolationCount', '0', ''),
('yosys', 'ys_warn_count', '1', ''),
('routing', 'vias_per_cell', '3.613', ''),
('sta', 'final_worst_path_period_share', '115.5', '%'),
('routing', 'num_vias', '560', ''),
('pwr', 'power_density', '415.4', 'nW/um^2'),
('placement', 'detailedPlace.worstSlack', '-1029', 'ps'),
('placement', 'detailedPlacementHpwl', '1.371', 'mm'),
('cells_and_area', 'sequential_cell_total', '0', ''),
('global_route', 'grt_start_max_net_pins', '11', ''),
('die', 'initCoreUtil', '13.19', '%'),
('hold_path', 'min_path_cells', '0', ''),
('global_route', 'grt_pass1_vias', '558', ''),
('run', 'tool_warnings', '35', ''),
('sta', 'hold_slack', '400.0', 'ps'),
('worst_setup_path', 'worstPathMaxFanout', '5', ''),
('cells_and_area', 'flow.area_growth_from_synthesis', '142.5', '%'),
('yosys', 'synthesis.area_per_instance', '6.528', 'sq um'),
('sta', 'slew_violations', '0', ''),
('sta', 'finalWorstPathRequiredPeriod', '1155', 'ps'),
('placement', 'placement.cell_area', '869.6', 'sq um'),
('cells_and_area', 'final_area', '1092', 'sq um'),
('yosys', 'cells_after_synthesis', '69', ''),
('cells_and_area', 'regArea', '0', 'sq um'),
('die', 'chipArea', '6400', 'sq um'),
('hold_path', 'worstHoldPathType', 'input pin to output port', ''),
('worst_setup_path', 'cp-start-kind', 'input pin', ''),
('worst_setup_path', 'crit_path_end_kind', 'output port', ''),
('routing', 'avgRoutedWirePerCell', '11.65', 'microns'),
('cells_and_area', 'clock_buffer_count', '0', ''),
('pwr', 'finalPower', '453.7', 'uW'),
('sta', 'setup_viol', '26', ''),
('run', 'timing.max_cap.violations', '0', ''),
('sta', 'timing_hold_violations_final', '0', ''),
('worst_setup_path', 'arrival', '960', 'ps'),
('yosys', 'syn_area', '450.4', 'sq um'),
('routing', 'totalWireLength', '1.806', 'mm'),
('global_route', 'globalRoute.totalOverflow', '0', ''),
('global_route', 'grt_first_pass_wirelength', '2.863', 'mm'),
('yosys', 'yosysSeqAreaShare', '0', '%'),
('sta', 'fin_ws', '-155.4', 'ps'),
('sta', 'worst_slew_margin_rel', '85.61', '%'),
('yosys', 'yosysUniqueCellTypes', '21', ''),
('pwr', 'max-vdd-ir-drop', '0.0001491', 'V'),
('die', 'die_w', '80', 'microns'),
('die', 'dieHeight', '80', 'microns'),
('placement', 'place_inst', '144', ''),
('global_route', 'grt_use_total', '5.133', '%'),
('global_route', 'antenna_found_initial', '0', ''),
('routing', 'antenna-diode-count', '0', ''),
('die', 'design.core.area', '3416', 'sq um'),
('routing', 'first_pass_iters', '3', ''),
('worst_setup_path', 'crit_type', 'input pin to output port', ''),
('placement', 'port-buffer-count', '44', ''),
('cells_and_area', 'finish.utilization', '31.98', '%'),
('sta', 'max_slew.worst_pin.slew', '214.3', 'ps'),
('die', 'placementRows', '21', ''),
('yosys', 'synth_stat.cells', '69', '');
[layer usage]
metal / share of wire, % / wire, microns / up-vias / track usage, %
li1: - / - / 288 / -
met1: 43 / 777 / 255 / 7.214
met2: 50 / 900 / 17 / 8.347
met3: 7.1 / 128 / 0 / 1.023
met4: 0 / 0 / 0 / 0
met5: 0 / 0 / - / 0
[cell type report]
class                           instances  area [sq um]
Multi-Input combinational cell         35         397.9
Inverter                                4         40.04
Timing Repair Buffer                   70         596.8
Fill cell                             346          2323
Tap cell                               46         57.56
[cell usage after synthesis, drive strengths merged]
cell / count / area [sq um]
clkbuf: 1 / 5.000
inv: 4 / 15.02
nor4: 2 / 12.51
a22o: 1 / 8.760
nor3b: 1 / 7.510
ha: 2 / 25.02
nand2: 2 / 7.510
and3b: 1 / 8.760
mux2: 1 / 11.26
o21ai: 2 / 10.00
nor2: 7 / 26.28
a21oi: 6 / 30.03
a31oi: 1 / 6.260
nor3: 4 / 20.02
buf: 29 / 205.2
o22ai: 1 / 12.51
xnor2: 3 / 26.28
a211oi: 1 / 12.51
[final timing paths]
check	slack, ps	end	start
max	-160	HEX0[3]	SW[1]
min	400	LEDR[8]	SW[8]
[worst max-delay path, stage by stage]
cell     delay (ps)
buf_8           100
buf_6           120
buf_6           110
xnor2_2         140
a21oi_2          70
nor2_1          100
buf_2           110
[cell families after synthesis]
kind of cell,synth area share (%)
muxes,2.500
xor gates and xnor gates,5.834
AOI/OAI and AO/OA,17.78
buffers and inverters,50.00
and+or+nand+nor,18.34
adders and majority gates,5.555
[cell usage in the layout, fill, tap and decap left out, types with 2 or more instances in the layout]
cell	count
a21oi_2	3
nor2_1	3
ha_4	2
xnor2_2	2
buf_12	5
nor3_4	2
buf_8	3
nor3_2	2
nor2_4	3
a21oi_1	3
buf_6	11
dlygate4sd2_1	6
nor4_4	2
buf_2	28
inv_8	3
buf_4	15
[power breakdown]
part	switching [mW]	total [mW]	internal (mW)
sequential	0	0	0
clock	0	0	0
combinational	0.173	0.454	0.281
[repair_timing]
item,in CTS,in global routing
buffers inserted,11,1
setup endpoints to repair,36,29
pin swaps,21,10
gates resized,189,10
hold buffers,0,0
endpoints found under the hold margin,0,0
Power is estimated from default activity; no workload was simulated.
